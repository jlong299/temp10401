$ cat design/flow/run.sh
#!/bin/bash
# OpenROAD 26Q1-2900-gdf79404cd8, Yosys 0.63+post, stock flow scripts
make -C /OpenROAD-flow-scripts/flow DESIGN_CONFIG=/design/flow/config.mk WORK_HOME=/design/flow/orfs finish
$ cat design/flow/config.mk
export PLATFORM = sky130hd
export DESIGN_NAME = dct_vecRot_twiddle
export DESIGN_NICKNAME = dct_vecRot_twiddle
export VERILOG_FILES = /design/flow/design.v
export SDC_FILE = /design/flow/constraint.sdc
export NUM_CORES = 4
export LEC_CHECK = 1
export CORE_UTILIZATION = 30
$ cat design/flow/constraint.sdc
current_design dct_vecRot_twiddle

set clk_period 23.4
set clk_io_pct 0.2

create_clock -name clk0 -period $clk_period [get_ports {clk}]

set non_clock_inputs [all_inputs -no_clocks]
set_input_delay [expr $clk_period * $clk_io_pct] -clock clk0 $non_clock_inputs
set_output_delay [expr $clk_period * $clk_io_pct] -clock clk0 [all_outputs]
$ cat design/flow/design.v
module dct_vecRot_twiddle #(parameter  
		wDataIn =28,
		wDataOut =22,  
		wCoeff =18  
	)
	(
	input wire				rst_n_sync,   
	input wire				clk,    
	input wire        	sink_valid,  
	output reg        	sink_ready,  
	input wire [1:0]  	sink_error,  
	input wire        	sink_sop,    
	input wire        	sink_eop,    
	input wire signed [wDataIn-1:0] sink_real,   
	input wire signed [wDataIn-1:0] sink_imag,   
	input wire signed [wDataIn-1:0] sink_real_rev,   
	input wire signed [wDataIn-1:0] sink_imag_rev,   
	input wire [11:0] fftpts_in,     
	input wire signed [wCoeff-1:0] 	sink_cos,
	input wire signed [wCoeff-1:0] 	sink_sin,
	output reg         	source_valid,  
	input  wire        	source_ready,  
	output wire [1:0]  	source_error,  
	output reg         	source_sop,    
	output reg         	source_eop,    
	output reg [wDataOut-1:0] source_real,   
	output reg [wDataOut-1:0] source_imag,   
	output wire [11:0] fftpts_out     
	);
assign 	source_error = 2'b00;
assign  fftpts_out = fftpts_in;
assign 	sink_ready = source_ready;
reg signed [wDataIn:0] 	p1 [3:0];
reg signed [wDataIn+wCoeff:0] 	p2 [3:0];
reg signed [wDataIn+wCoeff+1:0] 	p3 [1:0];
reg [2:0] 	valid_r, sop_r, eop_r;
always@(posedge clk)
begin
	if (!rst_n_sync)
	begin
		p1[0] <= 0;
		p1[1] <= 0;
		p1[2] <= 0;
		p1[3] <= 0;
	end
	else
	begin
		p1[0] <= sink_real + sink_real_rev;
		p1[1] <= sink_imag - sink_imag_rev;
		p1[2] <= -sink_real + sink_real_rev;
		p1[3] <= sink_imag + sink_imag_rev;
	end
end
always@(posedge clk)
begin
	if (!rst_n_sync)
	begin
		p2[0] <= 0;
		p2[1] <= 0;
		p2[2] <= 0;
		p2[3] <= 0;
	end
	else
	begin
		p2[0] <= p1[0]*sink_cos;
		p2[1] <= p1[1]*sink_sin;
		p2[2] <= p1[2]*sink_sin;
		p2[3] <= p1[3]*sink_cos;
	end
end
always@(posedge clk)
begin
	if (!rst_n_sync)
	begin
		p3[0] <= 0;
		p3[1] <= 0;
	end
	else
	begin
		p3[0] <= p2[0]+p2[1];
		p3[1] <= p2[2]+p2[3];
	end
end
always@(posedge clk)
begin
	if (!rst_n_sync)
	begin
		source_real <= 0;
		source_imag <= 0;
	end
	else
	begin
		case (fftpts_in)
		12'd2048:
		begin
			source_real <= p3[0][wDataIn+wCoeff-3:22]+p3[0][21];  
			source_imag <= p3[1][wDataIn+wCoeff-3:22]+p3[1][21];  
		end
		12'd1024:
		begin
			source_real <= p3[0][wDataIn+wCoeff-4:21]+p3[0][20];  
			source_imag <= p3[1][wDataIn+wCoeff-4:21]+p3[1][20];  
		end
		12'd512:
		begin
			source_real <= p3[0][wDataIn+wCoeff-4:21]+p3[0][20];  
			source_imag <= p3[1][wDataIn+wCoeff-4:21]+p3[1][20];  
		end
		12'd256:
		begin
			source_real <= p3[0][wDataIn+wCoeff-5:20]+p3[0][19];  
			source_imag <= p3[1][wDataIn+wCoeff-5:20]+p3[1][19];  
		end
		12'd128:
		begin
			source_real <= p3[0][wDataIn+wCoeff-5:20]+p3[0][19];  
			source_imag <= p3[1][wDataIn+wCoeff-5:20]+p3[1][19];  
		end
		12'd64:
		begin
			source_real <= p3[0][wDataIn+wCoeff-6:19]+p3[0][18];  
			source_imag <= p3[1][wDataIn+wCoeff-6:19]+p3[1][18];  
		end
		12'd32:
		begin
			source_real <= p3[0][wDataIn+wCoeff-6:19]+p3[0][18];  
			source_imag <= p3[1][wDataIn+wCoeff-6:19]+p3[1][18];  
		end
		default:
		begin
			source_real <= p3[0][wDataIn+wCoeff-3:22]+p3[0][21];  
			source_imag <= p3[1][wDataIn+wCoeff-3:22]+p3[1][21];  
		end
		endcase
	end
end
always@(posedge clk)
begin
	valid_r[0] <= sink_valid;
	sop_r[0] <= sink_sop;
	eop_r[0] <= sink_eop;
	valid_r[1] <= valid_r[0];
	sop_r[1] <= sop_r[0];
	eop_r[1] <= eop_r[0];
	valid_r[2] <= valid_r[1];
	sop_r[2] <= sop_r[1];
	eop_r[2] <= eop_r[1];
	source_valid <= valid_r[2];
	source_sop <= sop_r[2];
	source_eop <= eop_r[2];
end
endmodule
==> results.txt <==
yosys + openroad results -> vias per cell=approximately 4.6, total of warnings raised by yosys=5, Clock H-tree levels=2, residual overflow from global routing=0, Inserted Clock Buffers=48, clock latency reported for the late side of the worst-skew pair=between 600 and 700 ps, area of the mapped netlist=a little over 0.09 sq mm, number of synthesized register bits=398, number of I/O pins=230, Port Buf Inserts=between 200 and 250, routed via count=between 60000 and 70000, number of standard-cell rows in the floorplan=~200, buffers inserted by post-CTS timing repair=0, OpenROAD warning count=about 83, fraction of final layout cells with drive strength greater than 1=3.43%, fraction of post-synthesis cell area in the top cell type by area=about 42%, first-pass GRT wire length=about 420 mm, via count of the first global-routing pass=slightly above 70000, standard cell core area=between 0.3 and 0.4 sq mm, final non-filler cell area=0.0993 sq mm, kind of critical path=input port to flip-flop, clock tree from TritonCTS=done, routed length per placed instance=18.4 um, Layout Skew=38.4 ps, critical path endpoint category=flip-flop, grt met1 use=around a quarter, Worst EP required=approximately 24000 ps, initial antenna violation count=23, Iter 0 DRT Violations=about 3100, die height=~550 um, number of enable-type register cells in the synthesized netlist=0, area of placed instances=between 0.09 and 0.1 sq mm, number of standard cells reported by yosys=10600, aggregate negative setup slack=0 ps, antenna-violating nets left=0, worst slew margin relative to its limit=24.0%, global-route met3 utilization=~8.6%, mean post-synth cell area=roughly 8.6 sq um, sequential area share after synthesis=under 10%, prevailing post-synth register cell=dfxtp_1, number of distinct library cells after synthesis=82, crit path time final=roughly 12000 ps, most used logic cell in the final layout=inv_1, RSZ-0062 raised after global routing=false, post-route setup slack=around 11000 ps, area used by multi-input combinational logic=approximately 0.072 sq mm, post-route fraction of the period consumed by the critical path=52.0%, Synth area leader=fa_1, critical path arrival=between 10000 and 15000 ps, FP Util=a little under a third, Hold Buf Count CTS=0, worst hold path type=flip-flop to flip-flop, total of max-cap violations=0, most frequent logic cells in the routed design=inv_1 (2456), fa_1 (1932), nand2_1 (1440), routing usage on met2=between 20% and 30%, Fmax=slightly above 0.08 GHz, most crowded layer after global routing=met2, routed wire length=roughly 270 mm, final HPWL from detailed placement=210 mm, Worst Setup Slack post-DPL=roughly 11000 ps, filler cell count in the final layout=31400, Die Outline Area=approximately 0.31 sq mm, post-synthesis chip area from yosys=0.0912 sq mm, final tally of setup violations=0, Storage cell area=0.00797 sq mm, post-route DRC violation count=0, Area growth syn-to-layout=8.94%, outcome=completed, ranking of synthesized cells by area=fa_1 (42%), inv_1 (10%), ha_1 (9.0%), dfxtp_1 (8.7%), nand2_1 (5.9%), number of resized instances in the post-cts repair step=0, Mapped Cells=10600, total count of hold-check failures in the final report=0, pin count of the biggest net entering global routing=around 90, First-pass DRT Iterations=8, overall track demand over capacity in global routing=19.0%, Num Clock Sinks=between 300 and 400, clock transition at the registers of the reported paths=70 ps, last weighted congestion value of the routability-driven placer=around 1, width of the die=roughly 550 um, fraction of synthesis flops using an asynchronous set or reset pin=0%, Worst Tran Pin Value=1130 ps, number of slew-limit violations in the final report=0, number of buffers between clock root and the deepest sink=3, Worst Path Max Fanout=34, startpoint class of the critical path=input port, clock root buffer master=clkbuf_16
==> layout make-up <==
type | count | share of cell area (%)
Clock inverter | 34 | 0.384
Sequential cell | 398 | 8.02
Antenna cell | 18 | 0.0453
Multi-Input combinational cell | 7159 | 72.4
Inverter | 2460 | 9.30
Clock buffer | 56 | 1.31
Tap cell | 3978 | 5.01
Timing Repair Buffer | 416 | 3.56
==> cells in the mapped netlist (all sizes together) (46+ instances only) <==
| cell type | instances |
|---|---|
| a21o | 112 |
| a21oi | 279 |
| and2 | 764 |
| clkbuf | 522 |
| dfxtp | 398 |
| fa | 1932 |
| ha | 656 |
| inv | 2458 |
| nand2 | 1440 |
| nand2b | 70 |
| nand3 | 65 |
| nand4 | 47 |
| nor2 | 563 |
| nor2b | 46 |
| nor3 | 80 |
| o21ai | 152 |
| xnor2 | 318 |
| xor2 | 154 |
==> metal layers <==
layer	part of all wire [%]	vias to the layer above
met5	0.036	-
met4	3.8	16
met3	11	321
met2	44	2493
met1	41	33400
li1	-	31000
==> worst max-delay path, stage by stage <==
cell and delay, ps:
buf_2 80, buf_4 450, buf_4 500, nand2_1 130, fa_1 510, fa_1 550
fa_1 520, inv_1 60, fa_1 500, fa_1 500, inv_1 50, fa_1 480
inv_1 50, ha_1 350, a21o_1 200, a21o_1 180, a21o_1 180, or4_1 630
a21bo_2 290, a311oi_4 500, o21ai_1 260, a41oi_1 290, xor2_1 610, nor2_1 80
==> registers in the layout (all words and copies together) (netlist names) <==
name,cells
eop_r,3
valid_r,3
source_real,22
p3,52
source_imag,22
source_sop,1
source_valid,1
p1,114
p2,176
sop_r,3
source_eop,1
==> logic make-up (layout without fill, tap and decap cells) <==
group	Yosys count	count (layout)	share of synthesized area, %
mux	6	6	0.0659
flops	398	398	8.74
other cells	1	20	0.00411
simple gates	3188	3188	16.2
xor+xnor	472	472	4.53
fa+ha+maj	2588	2588	51.4
compound gates	903	903	6.57
buf+inv	3009	2966	12.5
==> per-stage QoR <==
step           utilization, %  hold slack, ps  instances
2_1_floorplan               -             310      10600
3_3_place_gp             32.3             310      14400
6_report                 32.8             318      14500
5_1_grt                  32.8             332      14500
4_1_cts                  32.8             319      14500
3_5_place_dp             32.3             312      14400
==> path summary, 6_finish.rpt <==
path	startpoint	end	slack (ps)	depth (start not counted)
worst max-delay path	sink_sin[4]	p2[2][41]	11230	24
worst min-delay path	sop_r[1]	sop_r[2]	320	0
worst max register to register	p1[2][11]	p2[2][41]	15670	22
worst min register to register	sop_r[1]	sop_r[2]	320	0
