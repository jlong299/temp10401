### design.v
module dct_vecRot_scaling #(parameter  
		wDataIn = 22,  
		wDataOut =16  
	)
	(
	input 					rst_n_sync,   
	input 					clk,    
	input wire        	sink_valid,  
	output wire        	sink_ready,  
	input wire [1:0]  	sink_error,  
	input wire        	sink_sop,    
	input wire        	sink_eop,    
	input wire [wDataIn-1:0] sink_real,   
	input wire [wDataIn-1:0] sink_imag,   
	input wire [11:0] fftpts_in,     
	output wire         source_valid,  
	input  wire        	source_ready,  
	output wire [1:0]  	source_error,  
	output wire        	source_sop,    
	output wire        	source_eop,    
	output reg [wDataOut-1:0] source_real,   
	output reg [wDataOut-1:0] source_imag,   
	output wire [11:0] fftpts_out     
	);
assign 	source_error = 2'b00;
assign  fftpts_out = fftpts_in;
assign 	sink_ready = source_ready;
assign 	source_valid = sink_valid;
assign 	source_sop = sink_sop;
assign 	source_eop = sink_eop;
always@(*)
begin
	if ( (sink_real[wDataIn-1:wDataOut-1]) == {(wDataIn - wDataOut + 1){1'b0}} ||
		 (sink_real[wDataIn-1:wDataOut-1]) == {(wDataIn - wDataOut + 1){1'b1}} )
		source_real = sink_real[wDataOut-1:0];
	else if ( sink_real[wDataIn-1]==1'b0 )
		source_real = {1'b0, {(wDataOut-1){1'b1}} };
	else
		source_real = {1'b1, {(wDataOut-1){1'b0}} };
	if ( (sink_imag[wDataIn-1:wDataOut-1]) == {(wDataIn - wDataOut + 1){1'b0}} ||
		 (sink_imag[wDataIn-1:wDataOut-1]) == {(wDataIn - wDataOut + 1){1'b1}} )
		source_imag = sink_imag[wDataOut-1:0];
	else if ( sink_imag[wDataIn-1]==1'b0 )
		source_imag = {1'b0, {(wDataOut-1){1'b1}} };
	else
		source_imag = {1'b1, {(wDataOut-1){1'b0}} };
end
endmodule
### config.mk
export PLATFORM = sky130hd
export DESIGN_NAME = dct_vecRot_scaling
export DESIGN_NICKNAME = dct_vecRot_scaling
export VERILOG_FILES = /design/flow/design.v
export SDC_FILE = /design/flow/constraint.sdc
export NUM_CORES = 4
export LEC_CHECK = 1
export CORE_AREA = 10 10 70 70
export DIE_AREA = 0 0 80 80
### constraint.sdc
current_design dct_vecRot_scaling

set clk_period 3.7
set clk_io_pct 0.2

create_clock -name clk0 -period $clk_period

set non_clock_inputs [all_inputs -no_clocks]
set_input_delay [expr $clk_period * $clk_io_pct] -clock clk0 $non_clock_inputs
set_output_delay [expr $clk_period * $clk_io_pct] -clock clk0 [all_outputs]
### run.sh
#!/bin/bash
# OpenROAD 26Q1-2900-gdf79404cd8, Yosys 0.63+post, stock flow scripts
make -C /OpenROAD-flow-scripts/flow DESIGN_CONFIG=/design/flow/config.mk WORK_HOME=/design/flow/orfs finish
==> results.ini <==
[yosys]
ys_chip_area_um2 = 887
synth.yosys.seq_area_share_pct = 0
synth.logic.top_family = simple AND/OR/NAND/NOR gates
top_cell_area_share_pct = 29.6
number_of_standard_cells_reported_by_yosys = 105
cell_accounting_for_the_most_synthesized_area = sky130_fd_sc_hd__o2bb2ai_1
compound_gate_portion_of_the_synthesized_area_pct = 29.6
post_synth_and_or_nand_nor_area_fraction_pct = 41.9
xor_xnor_share_of_the_synthesized_area_pct = 0
synth.top_cells.by_count = sky130_fd_sc_hd__o2bb2ai_1, sky130_fd_sc_hd__buf_4, sky130_fd_sc_hd__nor4_2
post_synth_fa_ha_maj_area_fraction_pct = 0
top_cell = sky130_fd_sc_hd__o2bb2ai_1
yosys-mux-area-fraction_pct = 0
syn_avg_cell_area_um2 = 8.45
synth.area.top_cells = sky130_fd_sc_hd__o2bb2ai_1, sky130_fd_sc_hd__nor4_2, sky130_fd_sc_hd__buf_4
post_synthesis_cell_area_um2 = 887
postSynthCellCount = 105
synth_cell_types = 15
synth.yosys.warnings = 1

[final_timing]
period_used_pct = 91.3
final-hold-violation-count = 0
worst_slew_pin_slew_ns = 0.580
setup-violations-final = 0
layout_setup_ws_ns = 0.323
clock.fmax_ghz = 0.296
grt_setup_unrepaired = no
finalWorstPathRequiredPeriod_ns = 3.38
number_of_max_slew_violations_in_the_final_report = 0
max-slew-margin-rel_pct = 61.2
totalNegativeSetupSlack_ns = 0

[detailed_routing]
routed-wl-met2_um = 2340
postRouteWirelength_um = 3770
antenna_cells = 0
first_pass_iters = 4
wl_met3_um = 103
route.detailed.wl_per_inst_um = 19.1
drc_violations_left = 0
detail_route.vias_per_cell = 5.18
drtAntennaViolNets = 0
highest_layer = met4
wl_met1_um = 1320
detail_route.iter0.violations = 88
num_vias = 1026

[global_routing]
grt_max_degree = 17
grt_first_pass_wirelength_um = 5680
gr-usage-all-layers_pct = 10.9
grt_antenna_before_repair = 0
grt_pass1_vias = 981
globalRoute.totalOverflow = 0

[cells_and_area]
num-clock-buffers = 0
combGateArea_um2 = 642
layout.sequential_cells = 0
areaGrowthSynthToFinish_pct = 69.7
fillers = 335
final_core_util_pct = 44.1
drive_gt1_share_pct = 18.4
sequential_cell_area_um2 = 0

[outcome]
run_status = completed

[power_and_ir_drop]
irDropWorstVdd_v = 0.0000579
cellPowerDensity_nw_per_um2 = 87.5
comb_power_share_pct = 100.0
clkPwrFrac_pct = 0
switching_share_pct = 36.6
p_leak_nw = 0.403
internal_power_w = 0.0000835
seq_power_share_pct = 0
net_load_switching_power_w = 0.0000482

[worst_setup_path]
end_kind = output port
critPathMaxFanout = 15
required_ns = 2.96
criticalPathCategory = input port to output port
worstSetupStartpointType = input port
worst_ep_arrival_time_ns = 2.64

[run]
cap_viol_max_count = 0
warning_count = 36

[clock_network]
cts.hold.buffers_added = 0
postCtsSetupRepairBufs = 0
post_cts.resized_instances = 0

[die]
fp-utilization_pct = 26.0
die-width_um = 80
die-height_um = 80
core-area_um2 = 3420
rows = 21
chip_area_um2 = 6400
pin_count = 114

[hold_path]
hold_class = input port to output port

[placement]
place.detailed.hpwl_um = 3090
portBuffers = 76
dp_slack_ns = 0.306
gp_congestion = 0.700

-- metrics by stage --
stage	hold WS, ns	area (um^2)	total power [W]	std cells
6_report	1.48	1510	0.000132	198
4_1_cts	1.48	1510	0.000133	198
3_3_place_gp	1.48	1510	0.000131	198
3_5_place_dp	1.48	1510	0.000133	198
2_1_floorplan	1.50	891	0.0000449	106
5_1_grt	1.48	1510	0.000140	198
-- layer usage --
layer,global-route usage (%),vias to the layer above
met3,0.682,4
met1,11.7,483
met4,0.704,0
li1,-,519
met5,0,-
met2,22.6,20
-- critical path: stages --
cell and delay, ns:
sky130_fd_sc_hd__clkdlybuf4s50_1 0.42, sky130_fd_sc_hd__or4_4 0.69, sky130_fd_sc_hd__nor4_1 0.23, sky130_fd_sc_hd__o2bb2ai_1 0.11, sky130_fd_sc_hd__clkdlybuf4s50_1 0.44
-- power by group through the flow --
stage         registers, W  clock network, W  logic, W
finish                   0                 0  0.000132
global route             0                 0  0.000140
CTS                      0                 0  0.000133
-- layout make-up --
cell class | instances | area share, %
multi-input cells | 70 | 42.6
well taps | 46 | 3.82
repair buffers | 82 | 53.5
-- cell families after synthesis --
family | Yosys count
compound gates | 30
simple gates | 38
other cells | 1
buf+inv | 36
-- worst paths after layout --
path | startpoint | endpoint | depth (start not counted)
worst min-delay path | fftpts_in[1] | fftpts_out[1] | 0
worst max-delay path | sink_imag[15] | source_imag[0] | 5
-- cell usage in the layout, fill, tap and decap left out --
master                            count
sky130_fd_sc_hd__nand4_1              2
sky130_fd_sc_hd__nor4_4               1
sky130_fd_sc_hd__clkdlybuf4s50_1     76
sky130_fd_sc_hd__buf_4                6
sky130_fd_sc_hd__conb_1               2
sky130_fd_sc_hd__or4_4                2
sky130_fd_sc_hd__nor4_2              19
sky130_fd_sc_hd__nand2_1              2
sky130_fd_sc_hd__o2bb2ai_1           30
sky130_fd_sc_hd__nor4_1              10
sky130_fd_sc_hd__nor2_1               2
Power is estimated from default activity; no workload was simulated.
